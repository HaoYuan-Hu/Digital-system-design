==> flow/design.v <==
module simple_counter(
	CLOCK_50,
	counter_out
);
input CLOCK_50;
output [31:0] counter_out;
reg [31:0] counter_out;
always @ (posedge CLOCK_50)		 
begin
counter_out <= #1 counter_out + 1;	 
end
endmodule	 
==> flow/run.sh <==
#!/bin/bash
# OpenROAD 26Q1-2900-gdf79404cd8, Yosys 0.63+post, stock flow scripts
make -C /OpenROAD-flow-scripts/flow DESIGN_CONFIG=/design/flow/config.mk WORK_HOME=/design/flow/orfs finish
==> flow/config.mk <==
export PLATFORM = sky130hd
export DESIGN_NAME = simple_counter
export DESIGN_NICKNAME = simple_counter
export VERILOG_FILES = /design/flow/design.v
export SDC_FILE = /design/flow/constraint.sdc
export NUM_CORES = 4
export LEC_CHECK = 1
export CORE_AREA = 10 10 91 91
export DIE_AREA = 0 0 101 101
==> flow/constraint.sdc <==
current_design simple_counter

set clk_period 5.4
set clk_io_pct 0.2

create_clock -name clk0 -period $clk_period [get_ports {CLOCK_50}]

set non_clock_inputs [all_inputs -no_clocks]
set_input_delay [expr $clk_period * $clk_io_pct] -clock clk0 $non_clock_inputs
set_output_delay [expr $clk_period * $clk_io_pct] -clock clk0 [all_outputs]
==> flow_summary.toml <==
# physical design summary
[timing]
fin_setup_tns_ns = 0
drv_slew = 0
setup_viol = 0
worst_pin_slew_ns = 0.576
rsz0062_at_grt = "false"
hold_slack_ns = 0.443
fmax_mhz = 437
fin_skew_ns = 0.00477
maxSlewHeadroom_pct = 61.5
worst_slack_ns = 3.11
period_used_pct = 42.3
hold_violations = 0
fin_crit_ns = 2.29

[drt]
wl_per_cell_um = 11.7
wl_um = 2790
via_count = 944
drt_iter0_drc = 11
diodes = 0
drc = 0
detail-route-antenna-nets = 0
post_drt_via_cell_ratio = 3.95
firstDrtPassIters = 3

[critical_path]
critical-path-max-stage-delay_ns = 0.51
crit_chain = "clkdlybuf4s50_1"
required_ns = 4.32
setup.worst_path.end_class = "output pin"
worstReg2RegEnd = "counter_out[30]$_DFF_P_"
crit_cells = 1
critPathBufInv = 1
reg2reg_depth = 5
critPathMaxFanout = 6
cp_slowest_cell = "clkdlybuf4s50_1"
startpoint = "counter_out[2]$_DFF_P_"
startpoint_type = "register"
arrival_ns = 1.21
reg2reg_from = "counter_out[0]$_DFF_P_"
rrSetupSlack_ns = 3.54
cpLargestDelayFamily = "buffers and inverters"
crit_path_end = "counter_out[2]"
path_class = "reg2out"

[finish]
areaGrowthSynthToFinish_pct = 35.6
largest_reg_flops = 32
drive_above_1_share_pct = 9.88
largest_register = "counter_out"
fin_cells = 239
fillers = 640
top_regs = "counter_out x32"

[synth]
xor_share_pct = 19.9
topCellsByArea = "dfxtp_1 (49%), xor2_1 (13%), xnor2_1 (6.6%), nor4_2 (4.7%), nand3_1 (3.8%)"
aoi_share_pct = 0
edf_count = 0
synthFlopType = "dfxtp_1"
ys_sh_simple_pct = 27.2
top_cell_area_share_pct = 48.6
synth.most_common_cell = "dfxtp_1"
syn_inst = 127
mux_share_pct = 0
yosysUniqueCellTypes = 24
synth_area_sq_mm = 0.00132
synth-seq-cells = 32
yosys_area_sq_mm = 0.00132
ys_sh_adder_pct = 0.949
synth.yosys.num_cells = 127
yosys-top-cells-count = "dfxtp_1 (32), xor2_1 (20), nand3_1 (10), xnor2_1 (10), nand2_1 (9)"
syn_area_per_cell_sq_um = 10.4
synthTopLogicFamily = "simple AND/OR/NAND/NOR gates"
yosysTopAreaCell = "dfxtp_1"
synthArstFlopShare_pct = 0
postSynthSeqShare_pct = 48.6
yosys_warnings = 1

[grt]
grt_max_degree = 12
grt_pass1_wl_um = 4640
grt_antenna_before_repair = 0
track_usage_pct = 5.57
first_global_vias = 947
gr-total-overflow = 0

[power]
p_per_area_mw_per_mm2 = 227
p_clk_share_pct = 41.9
peakVddDrop_mv = 0.0975
leakage_nw = 0.700
p_sw_mw = 0.0827
p_comb_share_pct = 0
switching_share_pct = 20.4
internal_power_mw = 0.323
seq_power_share_pct = 58.1

[floorplan]
fp_util_pct = 20.8
fp-row-count = 29
dieWidth_um = 101
core_sq_mm = 0.00635
die-height_um = 101
io_pins = 33
chipArea_sq_mm = 0.0102

[clocking]
ctsResizeCount = 0
htree_num_levels = 2
cts_hold_buffers = 0
cts_buffer_depth = 2
cts_tree = "built"
cts_buffers = 5
cts.sinks = 32
cts_setup_buffers = 0
root_buffer = "clkbuf_8"
clk_latency_ns = 0.28
clk_pin_slew_ns = 0.06

[place]
gp_congestion = 0.767
placed_cells = 232
io_buffers = 32
dp_worst_setup_slack_ns = 3.40
hpwl_um = 2080

[run]
tool_warnings = 25
cap_violations = 0

[worst_hold_path]
holdCritStartpoint = "counter_out[0]$_DFF_P_"
hold_path.class = "reg2reg"

[run_status]
status = "finished clean"
[power groups by stage]
stage | clock, mW | combinational, mW | sequential (mW)
after CTS | 0.183 | 0.000000401 | 0.236
after global routing | 0.192 | 0.000000401 | 0.236
final | 0.170 | 0.000000401 | 0.236
[metrics by stage]
stage          power (mW)  cell area [sq um]  util [%]
2_1_floorplan       0.241               1320         -
6_report            0.406               1790      28.2
4_1_cts             0.419               1790      28.2
3_5_place_dp        0.241               1710      26.9
3_3_place_gp        0.241               1710      26.9
5_1_grt             0.428               1790      28.2
[routing by layer]
metal  track usage [%]  wire [um]  part of all wire (%)  vias up
met5                 0          0                     0        -
met4             0.965         38                   1.4        0
met3              3.26        338                    12        6
met2              8.26       1180                    42       26
met1              6.97       1230                    44      409
li1                  -          -                     -      503
[layout by cell type (no fill, tap or decap)]
cell / Yosys / routed
dfxtp_1: 32 / 32
clkdlybuf4s50_1: 0 / 32
clkbuf_1: 0 / 1
inv_1: 5 / 5
ha_1: 1 / 1
and4_1: 4 / 4
nand2_1: 9 / 9
xor2_1: 20 / 20
xnor2_1: 10 / 10
or3_4: 1 / 1
nand3_1: 10 / 10
nand3_2: 2 / 2
nor2_1: 6 / 6
clkbuf_8: 0 / 5
or3_1: 1 / 1
nor4_1: 4 / 4
nor4_4: 1 / 1
nand2b_1: 1 / 1
clkinv_2: 0 / 1
or2_2: 1 / 1
nor3_1: 4 / 4
nand4_1: 3 / 3
nor3b_1: 1 / 1
and3_1: 2 / 2
nor4_2: 5 / 5
[worst min-delay path by stage]
stage / end / slack (ns) / cells past startpoint
finish: counter_out[0]$_DFF_P_ / 0.44 / 1
global route: counter_out[31]$_DFF_P_ / 0.46 / 1
CTS: counter_out[0]$_DFF_P_ / 0.45 / 1
[cell type report]
cell class                      count  area [sq um]  area share, %
Sequential cell                    32           641           35.8
Multi-Input combinational cell     86           634           35.5
Timing Repair Buffer               32           320           17.9
Clock inverter                      1          5.00          0.280
Tap cell                           77          96.3           5.39
Inverter                            5          18.8           1.05
Clock buffer                        6          72.6           4.06
[kinds of logic (layout without fill, tap and decap cells)]
kind of cell               after synthesis  in the layout
buffers and inverters                    9             44
and+or+nand+nor                         55             55
adders and majority gates                1              1
DFF                                     32             32
xor gates and xnor gates                30             30
No activity file was given, so power comes from the tool's default toggle rates.
